===== flow/config.mk =====
export PLATFORM = sky130hd
export DESIGN_NAME = environment
export DESIGN_NICKNAME = environment
export VERILOG_FILES = /design/flow/design.v
export SDC_FILE = /design/flow/constraint.sdc
export NUM_CORES = 4
export LEC_CHECK = 1
export CORE_UTILIZATION = 30
export SYNTH_MEMORY_MAX_BITS = 65536

===== flow/constraint.sdc =====
current_design environment

set clk_period 7.6
set clk_io_pct 0.2

create_clock -name clk0 -period $clk_period [get_ports {clk}]

set non_clock_inputs [all_inputs -no_clocks]
set_input_delay [expr $clk_period * $clk_io_pct] -clock clk0 $non_clock_inputs
set_output_delay [expr $clk_period * $clk_io_pct] -clock clk0 [all_outputs]

===== flow/design.v =====
`timescale 1ns / 1ps
module environment #(parameter TYPE_WIDTH = 1, DATA_WIDTH = 8) (
  input clk,
  input start,
  input [1:0] operation,
  input [TYPE_WIDTH+DATA_WIDTH-1:0] ref_in,
  input [TYPE_WIDTH+DATA_WIDTH-1:0] symbol,
  input [TYPE_WIDTH+DATA_WIDTH-1:0] value,
  output reg busy,
  output reg [TYPE_WIDTH+DATA_WIDTH-1:0] ref_out
);
  localparam STATE_INIT = 0;
  localparam STATE_OP_CASE = 1;
  localparam STATE_PAIR_WAIT_BUSY = 2;
  localparam STATE_PAIR_WAIT_DONE = 3;
  localparam STATE_NEW_ALLOC = 4;
  localparam STATE_NEW_DONE = 5;
  localparam STATE_BIND_ALLOC_TUPLE = 6;
  localparam STATE_BIND_LOAD_CAR = 7;
  localparam STATE_BIND_ALLOC_LIST = 8;
  localparam STATE_BIND_UPDATE_CAR = 9;
  localparam STATE_BIND_DONE = 10;
  localparam STATE_LOOKUP_STORE_ENV_REF = 11;
  localparam STATE_LOOKUP_LOAD_REF_CAR = 12;
  localparam STATE_LOOKUP_UPDATE_LIST_REF = 13;
  localparam STATE_LOOKUP_LIST_REF_CHECK = 14;
  localparam STATE_LOOKUP_LOAD_LIST_CAR = 15;
  localparam STATE_LOOKUP_UPDATE_TUPLE_REF = 16;
  localparam STATE_LOOKUP_LOAD_TUPLE_CAR = 17;
  localparam STATE_LOOKUP_SYMBOL_CHECK = 18;
  localparam STATE_LOOKUP_LOAD_LIST_CDR = 19;
  localparam STATE_LOOKUP_LOAD_TUPLE_CDR = 20;
  localparam STATE_LOOKUP_LOAD_REF_CDR = 21;
  localparam STATE_LOOKUP_UPDATE_ENV_REF = 22;
  localparam STATE_LOOKUP_REF_CHECK = 23;
  localparam STATE_LOOKUP_DONE = 24;
  localparam OP_NEW = 0;
  localparam OP_BIND = 1;
  localparam OP_LOOKUP = 2;
  reg [5:0] state, next_state, pair_continuation;
  reg [TYPE_WIDTH+DATA_WIDTH-1:0] env_ref, list_ref, tuple_ref;
  reg pair_start;
  reg [2:0] pair_operation;
  reg [TYPE_WIDTH+DATA_WIDTH-1:0] pair_car, pair_cdr, pair_ref_in;
  wire [TYPE_WIDTH+DATA_WIDTH-1:0] pair_ref_out;
  wire pair_busy;
  pair #(.TYPE_WIDTH(TYPE_WIDTH), .DATA_WIDTH(DATA_WIDTH)) pair_instance(
    .clk(clk),
    .start(pair_start),
    .operation(pair_operation),
    .car(pair_car),
    .cdr(pair_cdr),
    .ref_in(pair_ref_in),
    .busy(pair_busy),
    .ref_out(pair_ref_out)
  );
  always @(posedge clk) begin
    state <= next_state;
    busy <= busy;
    ref_out <= ref_out;
    env_ref <= env_ref;
    list_ref <= list_ref;
    tuple_ref <= tuple_ref;
    pair_start <= pair_start;
    pair_operation <= pair_operation;
    pair_car <= pair_car;
    pair_cdr <= pair_cdr;
    pair_ref_in <= pair_ref_in;
    pair_continuation <= pair_continuation;
    case (next_state)
      STATE_INIT: begin
        busy <= 1'b0;
      end
      STATE_OP_CASE: begin
        busy <= 1'b1;
      end        
      STATE_PAIR_WAIT_BUSY: begin
        pair_start <= 1'b0;
      end
      STATE_PAIR_WAIT_DONE: begin
      end
      STATE_NEW_ALLOC: begin
        pair_start <= 1'b1;
        pair_operation <= pair_instance.OP_NEW;
        pair_car <= {1'b1, 8'd0};
        pair_cdr <= ref_in;
      end
      STATE_NEW_DONE: begin
        ref_out <= pair_ref_out;
      end
      STATE_BIND_ALLOC_TUPLE: begin
        pair_start <= 1'b1;
        pair_operation <= pair_instance.OP_NEW;
        pair_car <= symbol;
        pair_cdr <= value;
      end
      STATE_BIND_LOAD_CAR: begin
        tuple_ref <= pair_ref_out;
        pair_start <= 1'b1;
        pair_operation <= pair_instance.OP_CAR;
        pair_ref_in <= ref_in;
      end
      STATE_BIND_ALLOC_LIST: begin
        pair_start <= 1'b1;
        pair_operation <= pair_instance.OP_NEW;
        pair_car <= tuple_ref;
        pair_cdr <= pair_ref_out;
      end
      STATE_BIND_UPDATE_CAR: begin
        pair_start <= 1'b1;
        pair_operation <= pair_instance.OP_SET_CAR;
        pair_ref_in <= ref_in;
        pair_car <= pair_ref_out;
      end
      STATE_BIND_DONE: begin
      end
      STATE_LOOKUP_STORE_ENV_REF: begin
        env_ref <= ref_in;
      end
      STATE_LOOKUP_LOAD_REF_CAR: begin
        pair_start <= 1'b1;
        pair_operation <= pair_instance.OP_CAR;
        pair_ref_in <= env_ref;
      end
      STATE_LOOKUP_UPDATE_LIST_REF: begin
        list_ref <= pair_ref_out;
      end
      STATE_LOOKUP_LIST_REF_CHECK: begin
      end
      STATE_LOOKUP_LOAD_LIST_CAR: begin
        pair_start <= 1'b1;
        pair_operation <= pair_instance.OP_CAR;
        pair_ref_in <= list_ref;
      end
      STATE_LOOKUP_UPDATE_TUPLE_REF: begin
        tuple_ref <= pair_ref_out;
      end
      STATE_LOOKUP_LOAD_TUPLE_CAR: begin
        pair_start <= 1'b1;
        pair_operation <= pair_instance.OP_CAR;
        pair_ref_in <= tuple_ref;
      end
      STATE_LOOKUP_SYMBOL_CHECK: begin
      end
      STATE_LOOKUP_LOAD_LIST_CDR: begin
        pair_start <= 1'b1;
        pair_operation <= pair_instance.OP_CDR;
        pair_ref_in <= list_ref;
      end
      STATE_LOOKUP_LOAD_TUPLE_CDR: begin
        pair_start <= 1'b1;
        pair_operation <= pair_instance.OP_CDR;
        pair_ref_in <= tuple_ref;
      end
      STATE_LOOKUP_LOAD_REF_CDR: begin
        pair_start <= 1'b1;
        pair_operation <= pair_instance.OP_CDR;
        pair_ref_in <= env_ref;
      end
      STATE_LOOKUP_UPDATE_ENV_REF: begin
        env_ref <= pair_ref_out;
      end
      STATE_LOOKUP_REF_CHECK: begin
      end
      STATE_LOOKUP_DONE: begin
        ref_out <= pair_ref_out;
      end
      default: begin
      end
    endcase 
  end
  always @(state or start or operation or pair_busy) begin
    case (state)
      STATE_INIT: begin
        if (start)
          next_state = STATE_OP_CASE;
        else
          next_state = STATE_INIT;
      end 
      STATE_OP_CASE: begin
        case (operation)
          OP_NEW:
            next_state = STATE_NEW_ALLOC;
          OP_BIND:
            next_state = STATE_BIND_ALLOC_TUPLE;
          OP_LOOKUP:
            next_state = STATE_LOOKUP_STORE_ENV_REF;
          default:
            next_state = STATE_INIT;
        endcase
      end
      STATE_PAIR_WAIT_BUSY: begin
        if (!pair_busy)
          next_state = STATE_PAIR_WAIT_BUSY;
        else
          next_state = STATE_PAIR_WAIT_DONE;
      end
      STATE_PAIR_WAIT_DONE: begin
        if (pair_busy)
          next_state = STATE_PAIR_WAIT_DONE;
        else
          next_state = pair_continuation;
      end
      STATE_NEW_ALLOC: begin
        next_state = STATE_PAIR_WAIT_BUSY;
        pair_continuation = STATE_NEW_DONE;
      end
      STATE_NEW_DONE: begin
        next_state = STATE_INIT;
      end
      STATE_BIND_ALLOC_TUPLE: begin
        next_state = STATE_PAIR_WAIT_BUSY;
        pair_continuation = STATE_BIND_LOAD_CAR;
      end
      STATE_BIND_LOAD_CAR: begin
        next_state = STATE_PAIR_WAIT_BUSY;
        pair_continuation = STATE_BIND_ALLOC_LIST;
      end
      STATE_BIND_ALLOC_LIST: begin
        next_state = STATE_PAIR_WAIT_BUSY;
        pair_continuation = STATE_BIND_UPDATE_CAR;
      end
      STATE_BIND_UPDATE_CAR: begin
        next_state = STATE_PAIR_WAIT_BUSY;
        pair_continuation = STATE_BIND_DONE;
      end
      STATE_BIND_DONE: begin
        next_state = STATE_INIT;
      end
      STATE_LOOKUP_STORE_ENV_REF: begin
        next_state = STATE_LOOKUP_LOAD_REF_CAR;
      end
      STATE_LOOKUP_LOAD_REF_CAR: begin
        next_state = STATE_PAIR_WAIT_BUSY;
        pair_continuation = STATE_LOOKUP_UPDATE_LIST_REF;
      end
      STATE_LOOKUP_UPDATE_LIST_REF: begin
        next_state = STATE_LOOKUP_LIST_REF_CHECK;
      end
      STATE_LOOKUP_LIST_REF_CHECK: begin
        if (list_ref == {1'b1, 8'd0})
          next_state = STATE_LOOKUP_LOAD_REF_CDR;
        else
          next_state = STATE_LOOKUP_LOAD_LIST_CAR;
      end
      STATE_LOOKUP_LOAD_LIST_CAR: begin
        next_state = STATE_PAIR_WAIT_BUSY;
        pair_continuation = STATE_LOOKUP_UPDATE_TUPLE_REF;
      end
      STATE_LOOKUP_UPDATE_TUPLE_REF: begin
        next_state = STATE_LOOKUP_LOAD_TUPLE_CAR;
      end
      STATE_LOOKUP_LOAD_TUPLE_CAR: begin
        next_state = STATE_PAIR_WAIT_BUSY;
        pair_continuation = STATE_LOOKUP_SYMBOL_CHECK;
      end
      STATE_LOOKUP_SYMBOL_CHECK: begin
        if (pair_ref_out == symbol)
          next_state = STATE_LOOKUP_LOAD_TUPLE_CDR;
        else
          next_state = STATE_LOOKUP_LOAD_LIST_CDR;
      end
      STATE_LOOKUP_LOAD_LIST_CDR: begin
        next_state = STATE_PAIR_WAIT_BUSY;
        pair_continuation = STATE_LOOKUP_UPDATE_LIST_REF;
      end
      STATE_LOOKUP_LOAD_TUPLE_CDR: begin
        next_state = STATE_PAIR_WAIT_BUSY;
        pair_continuation = STATE_LOOKUP_DONE;
      end
      STATE_LOOKUP_LOAD_REF_CDR: begin
        next_state = STATE_PAIR_WAIT_BUSY;
        pair_continuation = STATE_LOOKUP_UPDATE_ENV_REF;
      end
      STATE_LOOKUP_UPDATE_ENV_REF: begin
        next_state = STATE_LOOKUP_REF_CHECK;
      end
      STATE_LOOKUP_REF_CHECK: begin
        if (env_ref == {1'b1, 8'd0})
          next_state = STATE_LOOKUP_DONE;
        else
          next_state = STATE_LOOKUP_LOAD_REF_CAR;
      end
      STATE_LOOKUP_DONE: begin
        next_state = STATE_INIT;
      end
      default:
        next_state = STATE_INIT;
    endcase
  end
endmodule
`timescale 1ns / 1ps
module pair #(parameter TYPE_WIDTH = 1, DATA_WIDTH = 8) ( 
  input clk,
  input start,
  input [2:0] operation,
  input [TYPE_WIDTH+DATA_WIDTH-1:0] car,
  input [TYPE_WIDTH+DATA_WIDTH-1:0] cdr,
  input [TYPE_WIDTH+DATA_WIDTH-1:0] ref_in,
  output reg busy,
  output reg [TYPE_WIDTH+DATA_WIDTH-1:0] ref_out
);
  localparam STATE_INIT = 0;
  localparam STATE_OP_CASE = 1;
  localparam STATE_NEW = 2;
  localparam STATE_CAR = 3;
  localparam STATE_CDR = 4;
  localparam STATE_SET_CAR = 5;
  localparam STATE_SET_CDR = 6;
  localparam OP_NEW = 0;
  localparam OP_CAR = 1;
  localparam OP_CDR = 2;
  localparam OP_SET_CAR = 3;
  localparam OP_SET_CDR = 4;
  reg [2:0] state = STATE_INIT, next_state;
  reg [TYPE_WIDTH+DATA_WIDTH-1:0] cars [2**DATA_WIDTH-1:0];
  reg [TYPE_WIDTH+DATA_WIDTH-1:0] cdrs [2**DATA_WIDTH-1:0];
  reg [DATA_WIDTH-1:0] next_addr = 8'd1;
  always @(posedge clk) begin
    state <= next_state;
    next_addr <= next_addr;
    busy <= busy;
    ref_out <= ref_out;
    case (next_state)
      STATE_INIT: begin
        busy <= 1'b0;
      end
      STATE_OP_CASE: begin
        busy <= 1'b1;
      end
      STATE_NEW: begin
        next_addr <= next_addr + 1;
        ref_out <= {1'b1,next_addr};
        cars[next_addr] <= car;
        cdrs[next_addr] <= cdr;
      end
      STATE_CAR: begin
        ref_out <= cars[ref_in[DATA_WIDTH-1:0]];
      end
      STATE_CDR: begin
        ref_out <= cdrs[ref_in[DATA_WIDTH-1:0]];
      end
      STATE_SET_CAR: begin
        ref_out <= ref_in;
        cars[ref_in[DATA_WIDTH-1:0]] <= car;
      end
      STATE_SET_CDR: begin
        ref_out <= ref_in;
        cdrs[ref_in[DATA_WIDTH-1:0]] <= cdr;
      end
      default: begin
      end
    endcase
  end
  always @(state or start or operation) begin
    case (state)
      STATE_INIT:
        if (start)
          next_state = STATE_OP_CASE;
        else
          next_state = STATE_INIT;
      STATE_OP_CASE:
        case (operation)
          OP_NEW:
            next_state = STATE_NEW;
          OP_CAR:
            next_state = STATE_CAR;
          OP_CDR:
            next_state = STATE_CDR;
          OP_SET_CAR:
            next_state = STATE_SET_CAR;
          OP_SET_CDR:
            next_state = STATE_SET_CDR;
          default: begin
            next_state = STATE_INIT;
          end
        endcase
      STATE_NEW:
        next_state = STATE_INIT;
      STATE_CAR:
        next_state = STATE_INIT;
      STATE_CDR:
        next_state = STATE_INIT;
      STATE_SET_CAR:
        next_state = STATE_INIT;
      STATE_SET_CDR:
        next_state = STATE_INIT;
      default:
        next_state = state;
    endcase
  end
endmodule

===== flow/run.sh =====
#!/bin/bash
# OpenROAD 26Q1-2900-gdf79404cd8, Yosys 0.63+post, stock flow scripts
make -C /OpenROAD-flow-scripts/flow DESIGN_CONFIG=/design/flow/config.mk WORK_HOME=/design/flow/orfs finish

==> results.json <==
{
  "worstHoldPathType": "reg -> reg",
  "grt_pass1_wl_um": 6540,
  "status": "finished, final reports clean",
  "layout.cells.non_filler": 347,
  "hold_depth": 0,
  "powerDensity_mw_per_mm2": 175,
  "peakVddDrop_v": 0.0000986,
  "grt_max_degree": 20,
  "antenna_found_initial": 0,
  "synth.distinct_cells": 47,
  "die_w_um": 95.1,
  "setup_slack_ns": 3.77,
  "end_kind": "register",
  "io_buffers": 31,
  "final_common_cell": "edfxtp_1",
  "worst_skew_pair.late_latency_ns": 0.32,
  "cts.sinks": 55,
  "mi_logic_area_sq_um": 923,
  "avgSynthCellArea_sq_um": 12.3,
  "io_pins": 41,
  "numCtsBuffers": 5,
  "fp.dieH_um": 95.1,
  "num_antenna_cells": 0,
  "htreeDepth": 2,
  "ys_ff": 55,
  "cts_hold_buf": 0,
  "drc": 0,
  "drtIter0Drc": 123,
  "routed_wl_um": 3990,
  "total_power_mw": 0.541,
  "flop_area_sq_mm": 0.00157,
  "slew_viol_final": 0,
  "crit_fanout": 9,
  "finalClockPeriodUsage": 0.504,
  "synth-edff-count": 47,
  "grt_pass1_vias": 1449,
  "reg2reg_from": "pair_instance.ref_out[3]",
  "synth_top_area_share": 0.543,
  "clockRootBuffer": "clkbuf_8",
  "topCellsByArea": "edfxtp_1 (54%), dfxtp_1 (6.2%), xor2_1 (3.4%)",
  "dp_slack_ns": 3.43,
  "ys_chip_area_sq_mm": 0.00260,
  "grt.overflow.total": 0,
  "post_cts_resized": 0,
  "wl_per_cell_um": 11.5,
  "place_area_sq_mm": 0.00299,
  "clk_pin_slew_worst_paths_ns": 0.11,
  "required_ns": 7.58,
  "hold_viol": 0,
  "reg2reg_depth": 8,
  "r2r-end": "pair_start",
  "syn_to_final_growth_pct": 18.4,
  "rsz0062_at_grt": "false",
  "rrSetupSlack_ns": 5.04,
  "synth-async-reset-ratio": 0,
  "ys_cells": 212,
  "dr.pass1.iters": 4,
  "warning_count": 37,
  "ys_warn_count": 22,
  "final_core_util": 0.371,
  "max_freq_mhz": 261,
  "post-route-cell-area_sq_mm": 0.00308,
  "tns_ns": 0,
  "synthFlopType": "edfxtp_1",
  "synthesis.area_sq_mm": 0.00260,
  "relSlewSlack": 0.495,
  "final_antenna_net_count": 0,
  "ys_seq_frac": 0.604,
  "tightest_slew_ns": 0.755,
  "clock_skew_ns": 0.0180,
  "syn_inst": 212,
  "gp_congestion": 0.856,
  "dp_cells": 339,
  "hpwl_um": 2950,
  "cts_tree": "yes",
  "p_leak_nw": 1.12,
  "cts.path.max_buffers": 2,
  "min_period_ns": 3.83,
  "core_area_sq_mm": 0.00830,
  "vias": 1517,
  "cts_setup_buffers": 0,
  "vias_per_cell": 4.37,
  "most-common-layout-cells": "edfxtp_1 (47), clkdlybuf4s50_1 (31), conb_1 (18), nor2_1 (15)",
  "drive_gt1_frac": 0.103,
  "crit_path_start_kind": "input port",
  "grt_usage": 0.0981,
  "holdWs_ns": 0.503,
  "num_rows": 33,
  "die_area_sq_mm": 0.00905,
  "maxCapViolCount": 0,
  "path_class": "in -> reg",
  "initCoreUtil": 0.313,
  "finalSetupViolCount": 0,
  "worstHoldStart": "pair_instance.next_addr[7]",
  "fillers": 792,
  "arrival_ns": 3.81,
  "top_area_cell": "edfxtp_1",
  "holdPathEnd": "pair_instance.ref_out[7]"
}
-- state kept, by name (all words and copies together), names as in the netlist --
signal,flops
busy,1
env_ref,9
list_ref,9
pair_instance.busy,1
pair_instance.next_addr,8
pair_instance.ref_out,9
pair_instance.state,3
pair_start,1
ref_out,9
state,5
-- worst max-delay path by stage --
stage,end,from,slack [ns]
final,list_ref[8],operation[0],3.77
after global routing,list_ref[7],operation[1],3.64
after CTS,list_ref[1],operation[0],3.76
-- report_power, final --
group,leakage (nW),internal [mW],switching [mW]
Sequential,0.495,0.337,0.00769
Clock,0.0491,0.0680,0.100
Combinational,0.577,0.0170,0.0100
Total,1.12,0.422,0.118
-- cells by family after synthesis --
family          share of synthesized area
fa+ha+maj                          0.0241
compound gates                     0.0736
simple gates                        0.171
xor+xnor                           0.0539
mux                               0.00385
other cells                       0.00289
buf+inv                            0.0664
flops                               0.604
-- cell type report --
type / count / share of cell area
Clock inverter: 3 / 0.00853
Sequential cell: 55 / 0.510
Inverter: 11 / 0.0134
Multi-Input combinational cell: 136 / 0.300
Timing Repair Buffer: 32 / 0.103
Clock buffer: 5 / 0.0223
Tap cell: 105 / 0.0426
-- Yosys cell counts (5+ instances only) --
library cell / instances
and3_1: 6
clkbuf_1: 18
dfxtp_1: 8
edfxtp_1: 47
ha_1: 5
inv_1: 11
nand2_1: 11
nand3_1: 10
nor2_1: 15
nor3_1: 6
o21ai_0: 5
xnor2_1: 6
xor2_1: 10
-- worst max-delay path: stages --
cell,delay [ns]
clkdlybuf4s50_1,0.51
inv_1,0.07
ha_1,0.29
a31o_2,0.24
a32oi_1,0.32
nor4bb_4,0.41
and3_1,0.45
-- per-layer routing --
layer  wire, um  global-route usage  up-vias
met5          0                   0        -
met4         50              0.0126        0
met3        203              0.0268        4
met2       1780               0.141       34
met1       1960               0.161      697
li1           -                   -      782
Power figures rest on the tool's default switching activity, not on a simulated workload.
