--- design/flow/config.mk ---
export PLATFORM = sky130hd
export DESIGN_NAME = main
export DESIGN_NICKNAME = main
export VERILOG_FILES = /design/flow/design.v
export SDC_FILE = /design/flow/constraint.sdc
export NUM_CORES = 4
export LEC_CHECK = 1
export CORE_AREA = 10 10 70 70
export DIE_AREA = 0 0 80 80
--- design/flow/constraint.sdc ---
current_design main

set clk_period 15.8
set clk_io_pct 0.2

create_clock -name clk0 -period $clk_period

set non_clock_inputs [all_inputs -no_clocks]
set_input_delay [expr $clk_period * $clk_io_pct] -clock clk0 $non_clock_inputs
set_output_delay [expr $clk_period * $clk_io_pct] -clock clk0 [all_outputs]
--- design/flow/design.v ---
  module unit_rate_94412886489792 (
    input signed [31:0] arg0,
    input arg1,
    input arg2,
    output ret0,
    output signed [31:0] ret1,
    output ret2
  );
    wire signed [31:0] tmp0 = -arg0;
    wire tmp1 = arg2 & arg1;
    assign ret0 = tmp1;
    assign ret1 = tmp0;
    assign ret2 = arg1;
  endmodule
  module main (
    input signed [31:0] arg0,
    input arg1,
    input arg2,
    output ret0,
    output signed [31:0] ret1,
    output ret2
  );
    wire main_in_2_to_unit_rate_94412886489792_in_2;
    wire unit_rate_94412886489792_out_2_to_main_out_2;
    wire signed [31:0] main_in_0_to_unit_rate_94412886489792_in_0;
    wire unit_rate_94412886489792_out_0_to_main_out_0;
    wire main_in_1_to_unit_rate_94412886489792_in_1;
    wire signed [31:0] unit_rate_94412886489792_out_1_to_main_out_1;
    unit_rate_94412886489792 instance_1 (
      .arg0(main_in_0_to_unit_rate_94412886489792_in_0),
      .arg1(main_in_1_to_unit_rate_94412886489792_in_1),
      .arg2(main_in_2_to_unit_rate_94412886489792_in_2),
      .ret0(unit_rate_94412886489792_out_0_to_main_out_0),
      .ret1(unit_rate_94412886489792_out_1_to_main_out_1),
      .ret2(unit_rate_94412886489792_out_2_to_main_out_2)
    );
    assign main_in_0_to_unit_rate_94412886489792_in_0 = arg0;
    assign main_in_1_to_unit_rate_94412886489792_in_1 = arg1;
    assign main_in_2_to_unit_rate_94412886489792_in_2 = arg2;
    assign ret0 = unit_rate_94412886489792_out_0_to_main_out_0;
    assign ret1 = unit_rate_94412886489792_out_1_to_main_out_1;
    assign ret2 = unit_rate_94412886489792_out_2_to_main_out_2;
  endmodule
--- design/flow/run.sh ---
#!/bin/bash
# OpenROAD 26Q1-2900-gdf79404cd8, Yosys 0.63+post, stock flow scripts
make -C /OpenROAD-flow-scripts/flow DESIGN_CONFIG=/design/flow/config.mk WORK_HOME=/design/flow/orfs finish
==> notes.md <==
Here are the numbers from the latest Yosys + OpenROAD run.

The layout has 0 clock buffers. The first-pass GRT wire length came out at between 4000 and 5000 um. The type of the worst min-delay path is input pin to primary output. The post-synthesis area per instance came out at slightly above 8 um^2. In this run the cell area of the synthesized design comes to between 700 and 800 um^2. Looking at the critical path, the single cell with the biggest stage delay is sky130_fd_sc_hd__clkdlybuf4s50_1. The standard-cell row count is 21. The peak supply drop came out at about 7.0 uV. The vertical die dimension is 80 um. Cells with a size suffix above 1 make up 8.44% of the layout.

In this run the tool buffered the top-level ports with 68 buffer cells. The total non-filler cell area in the finished layout came out at between 0.001 and 0.0015 mm^2. Setup repair after global routing left no endpoint under its margin.

The transition time recorded at the tightest slew-check pin is 0.634 ns. The flow ran to the end, and the final reports show no timing, DRC or antenna violations. sky130_fd_sc_hd__xnor2_1 is the most common cell in the netlist. The net switching power came out at 8.86 uW. The cell family contributing the most delay on the critical path is simple AND/OR/NAND/NOR gates. The fraction of synthesized cell area taken by the top area cell type is 29.9%. The chip area from the yosys synthesis statistics came out at roughly 730 um^2.

In the final routed layout, each cell accounts on average for 14.0 um. By area the synthesized netlist is led by sky130_fd_sc_hd__xnor2_1, sky130_fd_sc_hd__nor4_4, sky130_fd_sc_hd__nor3_1. The share of the core filled by cells before placement came out at approximately 21%.

The number of different library cells used by synthesis comes to 25. The internal power consumption is roughly 19 uW. The highest routed metal layer is met3.

Per STA, the startpoint of the critical path is arg0[0]. The part of the power in the clock network is 0%. The worst path in the final design needs a cycle of 8.72 ns, including I/O delays and setup. The highest attainable clock frequency came out at 115 MHz. The sequential cell count came out at 0. The number of cells in Yosys stat came out at about 90.

The number of iterations in the first detailed-routing pass is 4. The placed wire-length estimate came out at about 2500 um. The post-route clock period utilization is 55.2%. The final layout reports a setup TNS of 0 ns.

The arrival time at the worst endpoint is roughly 5.6 ns. The number of buffer and inverter stages on the critical path is 3. The total met2 wirelength after detailed routing is around 1400 um. The final setup violation count came out at 0. In the final routing, the length of wire on met1 measures 1150 um. The synthesis-to-finish area growth came out at 95.2%. The initial antenna violation count is 0.

The power density over cell area is ~20 mW/mm^2. Summed over all cells, the static leakage comes to 0.416 nW. Listed in order, past its start point the critical path passes clkdlybuf4s50_1, inv_1, ha_1, nor4b_2, nand4_4, nor4_1, xnor2_1, clkdlybuf4s50_1. The cell resize tally after clock tree synthesis is 0. The count of synthesis-stage warnings from yosys is 0. The pin count of the biggest net entering global routing came out at 16. The total inserted antenna cells came out at 0. The hold violation total from the final report came out at 0. The die is about 80 um wide.

Summed over all layers, the global routing overflow is 0. The cell that appears most often on the critical path is sky130_fd_sc_hd__clkdlybuf4s50_1. The switching portion of total power comes to approximately a third. The routability congestion estimate from global placement came out at just under 0.8. The sequential cell area came out at 0 um^2. The routed design has between 2000 and 3000 um of wire. The via count of the first global-routing pass is 864. The number of logged tool warnings came out at 32. Per report_power, the combinational group accounts for roughly 100% of the total.

The post-CTS setup buffer count is 0. The register share of total power came out at 0%. Of the synthesized area, sequential elements account for 0%. The overall die area is 0.00640 mm^2.

The hold buffer count at CTS is 0. The slack of the critical path is roughly 7.1 ns. The via count is ~890. The synthesized design spends more area on one cell type than any other, namely sky130_fd_sc_hd__xnor2_1.

The post-placement setup slack is between 7 and 8 ns. The kind of start point of the critical path is an input pin. The largest stage delay on the critical path came out at approximately 0.48 ns.

The remaining number of nets flagged by the antenna check after routing is 0. For this design the top-level I/O count stands at roughly 70. Sorting the synthesized cells by how often they occur yields sky130_fd_sc_hd__xnor2_1, sky130_fd_sc_hd__nor3_1, sky130_fd_sc_hd__nor2_1. The maximum fanout encountered on the critical timing path is 9.

The max-slew violation total from the final report came out at 0. The critical path runs through a total of 8 cells. In this run, the number of DRC markers left after iteration 0 of detailed routing was 30. The placement-stage cell area came out at 0.00143 mm^2. The capturing element type of the critical path is a primary output.

The capture point of the critical path is ret1[16]. Max-cap violations in this run came to 0. The worst relative slew slack came out at 57.7%.

The core area came out at 0.00342 mm^2. The number of instances in the synthesized netlist is 90. The global-route usage over all layers came out at a little over 8%. The routed via count divided by cell count came out at 4.44.

The worst setup path is of the input pin to primary output kind. The number of remaining DRC errors is 0. The wire length on met3 came out at about 270 um. The required time of the critical path is around 13 ns.
## kinds of logic (layout without fill, tap and decap cells)
kind of cell | Yosys count | after routing | share of synthesized area, %
AOI/OAI and AO/OA | 1 | 1 | 1.20
xor gates and xnor gates | 29 | 29 | 34.7
adders and majority gates | 1 | 1 | 1.71
buffers and inverters | 8 | 72 | 7.69
and+or+nand+nor | 51 | 51 | 54.7
## worst min-delay path by stage
stage | start | to | slack, ns | cells after the start
6_report | arg1 | ret2 | 7.13 | 2
5_1_grt | arg1 | ret2 | 7.17 | 2
4_1_cts | arg1 | ret2 | 7.15 | 2
## layout make-up
cell class	count	area, um^2
timing repair buffer	68	681
fill	335	1990
inverter	4	15.0
multi-input combinational	82	676
tap	46	57.6
## layout by cell type, fill, tap and decap left out, drive strengths merged, types with 2 or more instances in the layout
cell type      count
clkdlybuf4s50     68
xnor2             25
nor4              12
nor3              11
nor2               9
inv                4
nand2              4
xor2               4
or3                3
or4                3
nand4              2
nor4b              2
## power groups by stage
stage         logic (mW)  registers (mW)  clock network (mW)
global route      0.0303               0                   0
CTS               0.0285               0                   0
finish            0.0280               0                   0
## per-layer routing
layer	up-vias	GRT usage [%]
met5	-	0
met4	0	0
met3	0	1.70
met2	36	14.4
met1	401	10.5
li1	451	-
## metrics by stage
step | total power [mW] | hold slack [ns] | cells | util, %
6_report | 0.0280 | 7.13 | 200 | 41.8
4_1_cts | 0.0285 | 7.15 | 200 | 41.8
3_3_place_gp | 0.0283 | 7.15 | 200 | 41.8
2_1_floorplan | 0.00619 | 6.34 | 90 | -
3_5_place_dp | 0.0284 | 7.15 | 200 | 41.8
5_1_grt | 0.0303 | 7.17 | 200 | 41.8
Power figures rest on the tool's default switching activity, not on a simulated workload.
